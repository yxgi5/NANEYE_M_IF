<file path="design/flow/run.sh">
#!/bin/bash
# OpenROAD 26Q1-2900-gdf79404cd8, Yosys 0.63+post, stock flow scripts
make -C /OpenROAD-flow-scripts/flow DESIGN_CONFIG=/design/flow/config.mk WORK_HOME=/design/flow/orfs finish
</file>
<file path="design/flow/config.mk">
export PLATFORM = sky130hd
export DESIGN_NAME = CONV_REGS
export DESIGN_NICKNAME = CONV_REGS
export VERILOG_FILES = /design/flow/design.v
export SDC_FILE = /design/flow/constraint.sdc
export NUM_CORES = 4
export LEC_CHECK = 1
export CORE_UTILIZATION = 50
</file>
<file path="design/flow/constraint.sdc">
current_design CONV_REGS

set clk_period 2.3
set clk_io_pct 0.2

create_clock -name clk0 -period $clk_period [get_ports {CLOCK}]

set non_clock_inputs [all_inputs -no_clocks]
set_input_delay [expr $clk_period * $clk_io_pct] -clock clk0 $non_clock_inputs
set_output_delay [expr $clk_period * $clk_io_pct] -clock clk0 [all_outputs]
</file>
<file path="design/flow/design.v">
module CONV_REGS 
(      
    CLOCK,                                       
    RESET,                                       
    WE_A,                                        
    ADD_A,                                       
    DAT_A,                                       
    RE_B,
    ADD_B,                                       
    DAT_B,                                       
    MCLK_SPEED,                                  
    MCLK_MODE,                                   
    ROWS_DELAY,                                  
    IDLE_MODE                                    
);
input                       CLOCK;
input                       RESET;
input                       WE_A;
input   [2:0]               ADD_A;       
input   [7:0]               DAT_A;       
input                       RE_B;
input   [1:0]               ADD_B;       
output  [15:0]              DAT_B;       
output                      MCLK_SPEED;
output                      IDLE_MODE;
output  [1:0]               MCLK_MODE;
output  [4:0]               ROWS_DELAY;
reg     [15:0]              DAT_B;
reg     [15:0]              RAM [0:3];
always @(posedge CLOCK)
begin
    if (RESET == 1'b1) 
    begin
        RAM[0]        <= 16'h8095;  
        RAM[1]        <= 16'h031d;  
    end
    else
    begin
        if (WE_A == 1'b1)
        begin
            if (ADD_A%2)  
            begin
                RAM[ADD_A/2] <= {RAM[ADD_A/2][15:8], DAT_A};  
            end
            else         
            begin
                RAM[ADD_A/2] <= {DAT_A, RAM[ADD_A/2][7:0]};  
            end
        end
    end
end
always @(posedge CLOCK)
begin
    if (RESET == 1'b1) 
    begin
        DAT_B <= 16'h0000;
    end
    else
    begin
        if (RE_B)
        begin
            DAT_B <= RAM[ADD_B];
        end
    end
end
assign MCLK_SPEED = RAM[1][0];
assign IDLE_MODE = RAM[1][1];
assign MCLK_MODE = RAM[1][7:6];
assign ROWS_DELAY = RAM[1][15:11];
endmodule
</file>
==> results.txt <==
Implementation results are summarized by area below.

Final timing
The smallest clock period supported by the final layout is computed as 1.85 ns. The clock skew after layout is about 0.0085 ns. Looking at the max-slew report, the worst-margin pin has a slew of 0.696 ns. The post-route clock period utilization is 0.803.

The worst slew margin relative to its limit is 0.536. Setup repair after global routing left no endpoint under its margin. Derived from the worst setup path, the maximum achievable clock frequency is 0.542 GHz.

The final number of setup-violating endpoints is 0. The final hold violation count is 0. Setup total negative slack on the finished layout was measured at 0 ns. The number of max-slew violations in the final report is 0.

Power and ir drop
The part of the power in registers is 0.529. The share of power burned in combinational logic is 0.088. The proportion of power drawn by the clock network is 0.383. Power spread over the standard cell area amounts to approximately 760 nW/µm². Switching power as a fraction of the total was reported as 0.193. The power report lists cell-internal power as 2.53 mW.

The analysis attributes to net switching a power of 0.604 mW. For this design the static power due to leakage is between 1 and 1.5 nW. Looking at the VDD voltage map, the peak drop is 0.432 mV.

The sum of internal, switching and leakage power is 3.13 mW.

Logic synthesis
Once synthesis finished, the tally of register bits stood at roughly 80. The synthesized chip area reported by yosys is 3360 µm². In the synthesized netlist, the dominant kind of combinational cell is simple AND/OR/NAND/NOR gates. Per the synthesis report, the XOR/XNOR share of the synthesized area is 0. The synthesis report lists the Yosys warning total as 1. The number of cells reported by Yosys stat comes to 225. The post-synthesis sequential area ratio is 0.666. The arithmetic-cell share of the synthesized area counting full adders, half adders and majority gates is 0. The cell-mix breakdown from Yosys lists the simple-gate area share as 0.115. For reference, the mux area share after synthesis is 0.0952. The fraction of the mapped netlist area in compound gates is 0.0692. For reference, the post-synthesis area per instance comes to 15.0 µm². The gate-level netlist out of Yosys references 21 unique cell types.

The total standard cell area after synthesis is 3360 µm². Per the post-synthesis report, the number of cells in the design is 225.

Floorplanning
42 I/O pins were placed. The floorplan step defined a die boundary enclosing 7060 µm². In this run the standard cell core region covers 6420 µm².

The count of standard-cell rows is 29. The horizontal die dimension is 84.0 µm. The vertical die dimension is 84.0 µm. The initial utilization of the core area, before any placement, comes to 0.524.

Clock network
Clock tree synthesis inserted a total of 9 buffers. The total clock sinks is 80. The register clock-pin slew on the reported worst setup and hold paths is 0.07 ns. The clock tree root buffer cell is sky130_fd_sc_hd__clkbuf_8. The clock tree from TritonCTS is yes.

The number of gates resized after CTS is 0. CTS built an H-tree with a depth of 3. The skew report gives the latency at the later pin of the worst-skew pair as 0.33 ns. The buffer depth of the longest clock path is 2.

The post-cts hold-fix buffer tally is 0. Buffers added to address setup during post-CTS repair amount to 0.

Final layout
The layout has 449 filler cells. Per the cell usage report, the commonest logic cells after layout are 64 x sky130_fd_sc_hd__edfxtp_1, 40 x sky130_fd_sc_hd__clkdlybuf4s50_1, 32 x sky130_fd_sc_hd__mux2i_1. For this run, the number of standard cells in the final layout without fillers is approximately 350.

Of the cells placed in the final design, the portion with a size suffix greater than 1 is 0.215. The most common cell after layout, fill and taps aside is sky130_fd_sc_hd__edfxtp_1. The relative area change from synthesis to final layout is 21.6%.

The finished cells cover 4090 µm². The post-layout utilization of the core is 0.637.

Detailed routing
The routed design shows a via density per instance of around 5.8. The total antenna diodes in the routed design is 0. The detail route stage leaves a number of antenna-violating nets equal to 0.

The total via count in the routed design is 2038. After detailed routing, the total wire length is 6.99 mm. The total DRC errors in the routed layout is 3.

The routed length per placed instance is ~20 µm. The initial detailed-routing violation count is 85. The iteration count recorded for the first detailed-route pass is 47.

GRT
The number of antenna violations at the first check in global routing is 0. The pin count of the biggest net entering global routing is 23. The global-route wire length before repair is 11.5 mm.

The via count of the first global-routing pass is approximately 2100. Summed over all routing layers, the global router reports a total usage of 0.236. The sum of overflow across all layers after global routing is 0.

Placed design
The area of placed instances is 3850 µm². After legalization and detailed placement, the total HPWL measured a little under 5 mm. The count of buffers from port buffering is between 40 and 50. The cell count after placement is between 300 and 400. After its last routability iteration, the placer logged a weighted congestion of 0.892.

Setup path
The critical path data required time is 2.35 ns. According to the timing report, the arrival time at the worst endpoint equals 1.89 ns. The type of destination of the critical path is a flop. The element type at the critical path start is a primary input. The maximum fanout along the worst path is 18. The worst setup path is of the in2reg kind.

Status
The flow ran to the end, but the final reports show violations. The final reports fail on DRC.

Job
Summing over the stages, the warning tally comes to 26. The tally of max-capacitance violations is 0.

Min path
The class of the worst hold path is reg2reg.
[sequential cells by signal (all words and copies together) (netlist names)]
signal  count
DAT_B      16
RAM        64
[cell type report]
| cell class | instances | area, µm² | share of cell area |
|---|---|---|---|
| Multi-Input combinational cell | 112 | 940 | 0.230 |
| Tap cell | 77 | 96.3 | 0.0235 |
| Inverter | 8 | 30.0 | 0.00734 |
| Clock inverter | 3 | 90.1 | 0.0220 |
| Sequential cell | 80 | 2240 | 0.548 |
| Timing Repair Buffer | 58 | 546 | 0.133 |
| Clock buffer | 13 | 149 | 0.0364 |
[critical path: stages]
cell	delay, ns
sky130_fd_sc_hd__clkdlybuf4s50_1	0.45
sky130_fd_sc_hd__nand2b_1	0.48
sky130_fd_sc_hd__o21bai_1	0.32
sky130_fd_sc_hd__buf_4	0.18
[Yosys cell counts (all sizes together)]
cell type  count  share of area
dfxtp         16          0.095
nand2b         2         0.0037
nand3b         2         0.0045
o221ai        16          0.060
mux2i         32          0.095
or3           11          0.020
buf           18          0.038
inv            8         0.0089
o21bai         4         0.0089
clkbuf         7         0.0078
edfxtp        64           0.57
nand2          1         0.0011
nor2           4         0.0045
nor3          21          0.031
or2            1         0.0019
or3b          18          0.048
[worst paths after layout]
kind         cells past startpoint         to  slack (ns)       from
min                              2   DAT_B[0]        0.55  RAM[2][0]
max                              4  RAM[1][1]        0.45   ADD_A[2]
min reg2reg                      2   DAT_B[0]        0.55  RAM[2][0]
max reg2reg                      2  DAT_B[11]        1.33  DAT_B[11]
[power groups by stage]
stage         sequential [mW]  clock (mW)  combinational [mW]
finish                   1.66        1.20               0.274
global route             1.66        1.29               0.299
CTS                      1.66        1.22               0.277
[cell families after synthesis]
| group | Yosys count |
|---|---|
| mux | 32 |
| flops | 80 |
| simple gates | 60 |
| buf+inv | 33 |
| compound gates | 20 |
[stage by stage]
stage               setup slack (ns)  hold slack, ns
detailed placement            0.0967           0.522
global route                   0.381           0.560
global placement               0.179           0.530
finish                         0.453           0.547
CTS                            0.457           0.543
floorplan                      0.369           0.509
[metal layers]
layer  up-vias  track usage  part of all wire
li1        944            -                 -
met1       993        0.397              0.43
met2        91        0.314              0.44
met3        10        0.127              0.12
met4         0       0.0282             0.012
met5         -            0                 0
Power is estimated from default activity; no workload was simulated.
